==> flow/design.v <==
module APB_master
(
    input wire PCLK,                     
    input wire PWRITE_MASTER,            
    output reg PSEL = 0,                 
    input wire [31:0] PADDR_MASTER,      
    input wire [31:0] PWDATA_MASTER,     
    output reg [31:0] PRDATA_MASTER = 0, 
    output reg PENABLE = 0,              
    input wire PRESET,                   
    input wire PREADY,                   
    output reg [31:0] PADDR = 0,         
    output reg [31:0] PWDATA = 0,        
    input  wire [31:0] PRDATA,           
    output reg PWRITE = 0                
);
task apb_write;  
input  [31:0] inp_addr;
 input  [31:0] inp_data;
begin
  PSEL = 1'd1;         
  PADDR = inp_addr;    
  PWDATA = inp_data;   
  PWRITE = 1'd1;       
  PENABLE = 1'd1;      
  if(PREADY)
   begin
     PSEL = !PSEL;         
     PENABLE = !PENABLE;  
   end
end
endtask
task apb_read;  
input [31:0] inp_addr;
begin
  if(!PREADY)
  begin
    PADDR = inp_addr;  
    PWRITE = 1'd0;
    PSEL = 1'd1;
    PENABLE = 1'd1;
  end
  else if(PREADY)
   begin
     PSEL = !PSEL;
     PENABLE = !PENABLE;
   end
end
endtask
always @(posedge PCLK) 
begin
    if(PRESET)  
    begin
      PADDR <= 32'b0;
      PWDATA <= 32'b0;
      PWRITE <= 1'b0;
      PSEL <= 1'b0;
      PENABLE <= 1'b0;
      PRDATA_MASTER <= 1'b0;
    end
    else if (!PWRITE_MASTER)  
     begin
        apb_read(PADDR_MASTER);  
     end
    else if (PWRITE_MASTER)  
     begin
        apb_write(PADDR_MASTER, PWDATA_MASTER);
     end
  end
always @(posedge PREADY)  
begin
  if (!PWRITE_MASTER)      
    begin
     PRDATA_MASTER <=PRDATA;  
    end
end
endmodule
==> flow/run.sh <==
#!/bin/bash
# OpenROAD 26Q1-2900-gdf79404cd8, Yosys 0.63+post, stock flow scripts
make -C /OpenROAD-flow-scripts/flow DESIGN_CONFIG=/design/flow/config.mk WORK_HOME=/design/flow/orfs finish
==> flow/config.mk <==
export PLATFORM = sky130hd
export DESIGN_NAME = APB_master
export DESIGN_NICKNAME = APB_master
export VERILOG_FILES = /design/flow/design.v
export SDC_FILE = /design/flow/constraint.sdc
export NUM_CORES = 4
export LEC_CHECK = 1
export CORE_AREA = 10 10 131 131
export DIE_AREA = 0 0 141 141
==> flow/constraint.sdc <==
current_design APB_master

set clk_period 1.8
set clk_io_pct 0.2

create_clock -name clk0 -period $clk_period [get_ports {PCLK}]
create_clock -name clk1 -period $clk_period [get_ports {PREADY}]

set non_clock_inputs [all_inputs -no_clocks]
set_input_delay [expr $clk_period * $clk_io_pct] -clock clk0 $non_clock_inputs
set_output_delay [expr $clk_period * $clk_io_pct] -clock clk0 [all_outputs]
==> results.toml <==
# generated from flow reports
[synth]
ys_types = 16
yosys-stat-area_um2 = 3110
synth_area_per_cell_um2 = 10.7
topCellsByArea = "dfxtp_1 (43%), nand4bb_1 (12%), mux2i_1 (10%)"
yosys.area.top_type = "dfxtp_1"
postSynthSeqShare_pct = 43.1
yosysWarnings = 65
top_area_share_pct = 43.1
ys_cells = 291
syn_inst = 291
ys.flops = 67
syn_area_um2 = 3110

[clock_network]
postCtsResizedCells = 0
cts.clk_slew.worst_paths_ps = 50
cts_tree = "yes"
cts_hold_buffers = 0
post_cts_buffers = 0

[global_routing]
grt_use_total_pct = 8.94
grt_pass1_vias = 3079
grt-ovfl-total = 0
antenna_found_initial = 0
grt_pass1_wl_um = 14300
grt_max_degree = 68

[critical_path]
cp_data_required_time_ps = 2070
endpoint_kind = "flip-flop"
cp_max_fo = 11
critPathKind = "clk2reg"
crit_arrival_ps = 1830
startpoint_type = "clock port"

[floorplan]
die-area_um2 = 19900
die_x_um = 141
ios = 199
die_y_um = 141
core_area_um2 = 14400
rows = 44
fp_util_pct = 21.6

[power]
power.density_nw_per_um2 = 1210
ir_drop_mv = 0.433
leakagePower_nw = 1.97
power_mw = 6.00

[timing]
setup_ws_ps = 241
clock_skew_ps = 0
setup_viol = 0
rsz0062_at_grt = "false"
holdWs_ps = 118
drv_slew = 0
fin_setup_tns_ps = 0
final_hold_viol_count = 0

[place]
placed_cells = 587
post-place-ws_ps = 381
place.gp.congestion = 0.806
port_buffers = 133
place_area_um2 = 4400
place_hpwl_um = 6230

[drt]
vias = 2528
ant_nets = 0
vias_per_cell = 4.09
first_iter_violations = 62
first_pass_iters = 4
n_antenna_cell = 0
wl_per_cell_um = 14.7
post-route-drc-count = 0
drt-total-wl_um = 9100

[job]
cap_violations = 0
warnings = 128

[finish]
layout-drive-gt1-share_pct = 15.4
area_delta_synth_final_pct = 59.6
postLayoutCoreUtil_pct = 34.4
fin_area_um2 = 4960
fin_cells = 618

[outcome]
status = "complete, no violations"

[hold_path]
hold_class = "clk2reg"
==> area by class of cell <==
type	instances	area [um2]
clock inverters	9	61.3
flip-flops and latches	67	1340
fillers	1413	9460
multi-input cells	199	1440
repair buffers	137	1390
well taps	184	230
clock buffers	22	507
==> worst max-delay path, stage by stage <==
cell	delay (ps)
clkbuf_16	140
clkbuf_16	160
and2b_4	170
clkbuf_16	150
clkbuf_16	170
o21ai_2	120
==> worst paths after layout <==
check	end	slack, ps	cells after the start	start
setup / recovery	PADDR[24]	240	6	PREADY
hold reg to reg	PWRITE	490	2	PWRITE
hold / removal	PWRITE	120	4	PREADY
setup reg to reg	PWDATA[15]	1180	2	PWDATA[15]
==> synth_stat cells <==
| master | instances |
|---|---|
| nor2_1 | 35 |
| buf_6 | 1 |
| o21ai_1 | 2 |
| clkbuf_1 | 6 |
| and2b_4 | 1 |
| nand4bb_1 | 32 |
| conb_1 | 1 |
| nand2b_1 | 32 |
| buf_2 | 11 |
| a21oi_1 | 1 |
| buf_4 | 32 |
| o21a_1 | 2 |
| o21ai_2 | 30 |
| buf_12 | 6 |
| mux2i_1 | 32 |
| dfxtp_1 | 67 |
==> state kept, by name (all words and copies together), names as in the netlist <==
| signal | cells |
|---|---|
| PADDR | 32 |
| PWDATA | 32 |
| PENABLE | 1 |
| PSEL | 1 |
| PWRITE | 1 |
==> cells by family (layout without fill, tap and decap cells) <==
kind of cell    Yosys count  after routing  share of synthesized area, %
compound gates           35             35                          9.42
buf+inv                  56            168                          14.4
flops                    67             67                          43.1
mux                      32             32                          10.3
other cells               1             32                         0.121
simple gates            100            100                          22.6
==> power by group <==
group / internal (mW) / switching [mW]
logic: 0.571 / 0.181
registers: 1.73 / 0.123
clock network: 1.98 / 1.41
total: 4.29 / 1.72
==> routing by layer <==
layer	global-route usage, %	up-vias	wire, um
li1	-	1209	-
met1	9.36	1114	3690
met2	9.58	170	3370
met3	10.1	35	1670
met4	6.41	0	363
met5	0.524	-	0
==> cells in the final DEF (no fill, tap or decap) <==
| cell type | synthesis | layout |
|---|---|---|
| clkdlybuf4s50_1 | 0 | 131 |
| dfxtp_1 | 67 | 67 |
| nor2_1 | 35 | 35 |
| nand2b_1 | 32 | 32 |
| nand4bb_1 | 32 | 32 |
| mux2i_1 | 32 | 32 |
| conb_1 | 1 | 32 |
| o21ai_2 | 30 | 30 |
| clkbuf_16 | 0 | 19 |
| buf_12 | 6 | 3 |
| o21a_1 | 2 | 2 |
| o21ai_1 | 2 | 2 |
| clkinv_2 | 0 | 2 |
| clkinvlp_4 | 0 | 2 |
| clkbuf_8 | 0 | 2 |
| clkinv_4 | 0 | 2 |
| buf_2 | 11 | 2 |
| and2b_4 | 1 | 1 |
| a21oi_1 | 1 | 1 |
| inv_6 | 0 | 1 |
| inv_4 | 0 | 1 |
| clkbuf_1 | 6 | 1 |
| inv_2 | 0 | 1 |
| buf_4 | 32 | 1 |
Power is estimated from default activity; no workload was simulated.
