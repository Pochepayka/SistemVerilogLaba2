## ./design.v

```verilog
module APB_sin
#(parameter control_reg_ADDR = 4'h0,  
  parameter output_reg_ADDR = 4'h4)   
(
    input wire PWRITE,             
    input wire PCLK,               
    input wire PSEL,               
    input wire [31:0] PADDR,       
    input wire [31:0] PWDATA,      
    output reg [31:0] PRDATA = 0,         
    input wire PENABLE,            
    output reg PREADY = 0          
);
reg  [31:0] control_reg  = 0;  
reg  [31:0] output_reg   = 0;  
always @(posedge PCLK) 
begin
    if (PSEL && !PWRITE && PENABLE)  
     begin
        case(PADDR)
         4'h0: PRDATA <= control_reg;  
         4'h4: PRDATA <= output_reg;   
        endcase
        PREADY <= 1'd1;  
     end
     else if(PSEL && PWRITE && PENABLE)  
     begin
      if(PADDR == control_reg_ADDR)
      begin
        control_reg <= PWDATA;
        PREADY <= 1'd1;     
      end
     end
   if (PREADY)  
    begin
      PREADY <= !PREADY;
    end
  end
always @(control_reg) begin  
    if(control_reg% 4 == 0)  
    begin
      output_reg <= 0;
    end
    else if((control_reg)%8 == 2)  
    begin
      output_reg <= 1;
    end
      else if((control_reg)%8 == 6)  
    begin
      output_reg <= ~(32'b00000000000000000000000000000001);  
    end
    else if(((control_reg)%8 == 1) || ((control_reg)%8 == 3))  
    begin
      output_reg <= (32'b00111111001101010000010011110011);  
    end
    else if(((control_reg)%8 == 5) || ((control_reg)%8 == 7))  
    begin
      output_reg <= ~(32'b00111111001101010000010011110011);  
    end
    else  
    begin
      output_reg <= 32'b01111111111111111111111111111111;  
    end
end
endmodule
```

## ./run.sh

```bash
#!/bin/bash
# OpenROAD 26Q1-2900-gdf79404cd8, Yosys 0.63+post, stock flow scripts
make -C /OpenROAD-flow-scripts/flow DESIGN_CONFIG=/design/flow/config.mk WORK_HOME=/design/flow/orfs finish
```

## ./config.mk

```make
export PLATFORM = sky130hd
export DESIGN_NAME = APB_sin
export DESIGN_NICKNAME = APB_sin
export VERILOG_FILES = /design/flow/design.v
export SDC_FILE = /design/flow/constraint.sdc
export NUM_CORES = 4
export LEC_CHECK = 1
export CORE_UTILIZATION = 30
```

## ./constraint.sdc

```tcl
current_design APB_sin

set clk_period 6.7
set clk_io_pct 0.2

create_clock -name clk0 -period $clk_period [get_ports {PCLK}]

set non_clock_inputs [all_inputs -no_clocks]
set_input_delay [expr $clk_period * $clk_io_pct] -clock clk0 $non_clock_inputs
set_output_delay [expr $clk_period * $clk_io_pct] -clock clk0 [all_outputs]
```

==> summary.json <==
{
  "final_timing": {
    "finalHoldWorstSlack_ns": 0.426,
    "tightest_slew_ns": 0.744,
    "achievable_clock_frequency_mhz": 309,
    "min_period_over_period": 0.483,
    "report.final.slew_viol_count": 0,
    "slew_headroom": 0.503,
    "timing.final.setup_violations": 0,
    "totalNegativeSetupSlack_ns": 0,
    "fin_worst_skew_ns": 0.00665,
    "grt_setup_unrepaired": "no",
    "finalHoldViolCount": 0,
    "finalWorstPathRequiredPeriod_ns": 3.23
  },
  "floorplanning": {
    "fp_util": 0.315,
    "coreArea_um2": 7850,
    "fp.dieArea_um2": 8600,
    "die_height_um": 92.8,
    "floorplan.die.width_um": 92.8,
    "row_count": 32,
    "boundaryPins": 101
  },
  "cts": {
    "clock_tree_from_tritoncts": "done",
    "post-cts-setup-buffer-count": 0,
    "hold_buffers_post_cts": 0,
    "tritoncts_num_sinks": 65,
    "clkLatencyLatePin_ns": 0.33,
    "cts_resized": 0,
    "cts_buffers": 9,
    "worst_case_clock_buffer_depth": 2,
    "cts.root.buffer_cell": "sky130_fd_sc_hd__clkbuf_8",
    "htree_num_levels": 3,
    "clk_transition_reported_paths_ns": 0.07
  },
  "logic_synthesis": {
    "ys_seq_frac": 0.786,
    "synthesized_area_per_cell_um2": 17.0,
    "synthDistinctLibCells": 24,
    "synth_area_leader_cell": "sky130_fd_sc_hd__edfxtp_1",
    "synth-seq-cells": 65,
    "synth.yosys.num_cells": 145,
    "ys.flop_type": "sky130_fd_sc_hd__edfxtp_1",
    "synth-edff-count": 64,
    "synth_chip_area_um2": 2470,
    "yosysWarningCount": 1,
    "async_reset_ff_frac": 0,
    "netlist_area_before_placement_um2": 2470,
    "syn-instance-count": 145,
    "cells_taking_the_most_area_after_synthesis": "sky130_fd_sc_hd__edfxtp_1 78%, sky130_fd_sc_hd__o21a_1 4.9%, sky130_fd_sc_hd__o21ai_2 3.5%",
    "synth.top_cell.area_share": 0.778
  },
  "flow_run": {
    "max_cap_viol_count": 0,
    "openroad.warnings": 25
  },
  "critical_path": {
    "arrival_ns": 3.31,
    "worstSetupStartpointType": "input port",
    "path_delay_family": "simple AND/OR/NAND/NOR gates",
    "type_of_element_capturing_the_critical_path": "register",
    "cp_max_fo": 16,
    "timing.critical_path.slowest_cell_delay_ns": 0.61,
    "cp_cell_sequence": "clkdlybuf4s50_1 -> nor4_1 -> and4_1 -> nand4_1 -> o21a_1",
    "cpMaxStageDelayCell": "sky130_fd_sc_hd__nand4_1",
    "regToRegSetupSlack_ns": 4.73,
    "critical_path.n_buffers_inverters": 1,
    "crit_path_category": "in2reg",
    "worst-endpoint-required_ns": 6.78
  },
  "pwr": {
    "power.clock.fraction": 0.357,
    "p_leak_nw": 1.28,
    "vdd_ir_drop_max_v": 0.0000802,
    "sequential_cell_fraction_of_total_power": 0.585,
    "p_switching_w": 0.000145,
    "power_switching_share": 0.192,
    "power.density_nw_per_um2": 201,
    "internal_power_w": 0.000612,
    "power.share.combinational": 0.057
  },
  "drt": {
    "detailed_route_vias_per_instance": 4.25,
    "wl_per_cell_um": 12.7,
    "insertedDiodeCount": 0,
    "route.antenna.remaining_nets": 0,
    "vias": 1540,
    "drt_iter0_markers": 24,
    "drcViolationCount": 0,
    "totalWireLength_mm": 4.60,
    "first_pass_iters": 4
  },
  "run_status": {
    "outcome": "complete, no violations"
  },
  "placed_design": {
    "detailedPlacementHpwl_mm": 3.16,
    "port-buffer-count": 100,
    "routabilityCongestion": 0.716
  },
  "finish": {
    "flow.area_growth_from_synthesis_pct": 52.7,
    "mostFrequentLayoutCells": "100 x sky130_fd_sc_hd__clkdlybuf4s50_1, 64 x sky130_fd_sc_hd__edfxtp_1, 16 x sky130_fd_sc_hd__inv_1, 16 x sky130_fd_sc_hd__o21a_1, 10 x sky130_fd_sc_hd__o21ai_2",
    "fin_util": 0.481,
    "lay_top_count": "sky130_fd_sc_hd__clkdlybuf4s50_1",
    "post_route_cells_drive_above_1_share": 0.131
  },
  "grt": {
    "via_count_of_the_first_global_routing_pass": 1609,
    "antenna_found_initial": 0,
    "groute.usage.overall": 0.119,
    "grt_max_degree": 33,
    "global_route.overflow_total": 0,
    "grt_first_pass_wirelength_mm": 7.38
  },
  "min_path": {
    "worstHoldPathType": "reg2reg"
  }
}
-- per-stage QoR --
stage	instance area (µm²)	setup WS [ns]	instances	power [W]
2_1_floorplan	2470	1.12	145	0.000454
3_3_place_gp	3620	3.12	346	0.000495
3_5_place_dp	3620	3.09	346	0.000496
4_1_cts	3770	3.45	362	0.000767
5_1_grt	3770	3.27	362	0.000785
6_report	3770	3.47	362	0.000757
-- worst register-to-register path: cells and delay by family, from the launching register on --
kind | cells | cell delay, ns
simple gates | 2 | 0.78
flops | 1 | 0.45
mux | 1 | 0.17
compound gates | 1 | 0.32
-- synthesized netlist by cell type (all sizes together) (2+ instances only) --
cell / number
edfxtp: 64
inv: 16
o21a: 16
o21ai: 15
nor4: 8
nor3: 5
buf: 3
nand2: 3
nand4: 3
and4: 2
clkbuf: 2
-- cells by family after synthesis --
kind of cell	count (synthesis)	share of synthesized area
AND/OR/NAND/NOR	24	0.0704
flip-flops	65	0.786
buffers and inverters	21	0.0365
AND-OR/OR-AND	34	0.103
multiplexers	1	0.00405
-- power groups by stage --
| stage | Sequential [W] | Clock (W) | Combinational (W) |
|---|---|---|---|
| after CTS | 0.000443 | 0.000280 | 0.0000439 |
| after global routing | 0.000443 | 0.000296 | 0.0000465 |
| final | 0.000443 | 0.000271 | 0.0000434 |
-- cell type report --
type	instances	area, µm²
clock buffer	13	139
fill	686	4070
inverter	16	60.1
timing repair buffer	104	1030
sequential	65	1940
multi-input combinational	59	457
tap	102	128
clock inverter	3	17.5
-- per-layer routing --
metal / up-vias / share of wire / GRT usage
met1: 683 / 0.42 / 0.162
met2: 72 / 0.48 / 0.194
li1: 775 / - / -
met3: 10 / 0.080 / 0.0434
met5: - / 0 / 0
met4: 0 / 0.021 / 0.0256
-- worst paths after layout --
path	start	end	depth (start not counted)
hold reg to reg	PREADY	PREADY	1
setup / recovery	PADDR[22]	PRDATA[6]	5
hold / removal	PREADY	PREADY	1
setup reg to reg	control_reg[1]	PRDATA[6]	4
No activity file was given, so power comes from the tool's default toggle rates.
